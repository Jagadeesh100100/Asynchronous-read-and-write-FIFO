<file path="/design/flow/run.sh">
#!/bin/bash
# OpenROAD 26Q1-2900-gdf79404cd8, Yosys 0.63+post, stock flow scripts
make -C /OpenROAD-flow-scripts/flow DESIGN_CONFIG=/design/flow/config.mk WORK_HOME=/design/flow/orfs finish
</file>
<file path="/design/flow/config.mk">
export PLATFORM = sky130hd
export DESIGN_NAME = asyc_fifo
export DESIGN_NICKNAME = asyc_fifo
export VERILOG_FILES = /design/flow/design.v
export SDC_FILE = /design/flow/constraint.sdc
export NUM_CORES = 4
export LEC_CHECK = 1
export CORE_UTILIZATION = 50
</file>
<file path="/design/flow/constraint.sdc">
current_design asyc_fifo

set clk_period 3.3
set clk_io_pct 0.2

create_clock -name clk0 -period $clk_period [get_ports {rd_clk}]
create_clock -name clk1 -period $clk_period [get_ports {wr_clk}]

set non_clock_inputs [all_inputs -no_clocks]
set_input_delay [expr $clk_period * $clk_io_pct] -clock clk0 $non_clock_inputs
set_output_delay [expr $clk_period * $clk_io_pct] -clock clk0 [all_outputs]
</file>
<file path="/design/flow/design.v">
`timescale 1ns / 1ps
module asyc_fifo(data_out, write_full, read_empty,
rd_clk, wr_clk, reset);
parameter WIDTH = 8;
parameter POINTER = 4;
output [WIDTH-1 : 0] data_out;
output write_full;
output read_empty;
wire [WIDTH-1 : 0] data_in;
input rd_clk, wr_clk;
input reset;
reg [POINTER : 0] read_pointer, read_sync_1, read_sync_2;
reg [POINTER : 0] write_pointer, write_sync_1, write_sync_2;
wire [POINTER:0] read_pointer_g,write_pointer_g;
parameter DEPTH = 1 << POINTER;   
reg [WIDTH-1 : 0] mem [DEPTH-1 : 0];
wire [POINTER : 0] read_pointer_sync;
wire [POINTER: 0] write_pointer_sync;
reg full,empty;
reg [7:0] tr_ptr;
always @(posedge wr_clk or posedge reset) begin
if (reset) begin
write_pointer <= 0;
tr_ptr<=0;
end
else if (full == 1'b0) begin
write_pointer <= write_pointer + 1;
tr_ptr<=tr_ptr+1;
mem[write_pointer[POINTER-1 : 0]] <= data_in;
end
end
send s(tr_ptr,data_in);
always @(posedge wr_clk) begin
read_sync_1 <= read_pointer_g;
read_sync_2 <= read_sync_1;
end
always @(posedge rd_clk or posedge reset) begin
if (reset) begin
read_pointer <= 0;
end
else if (empty == 1'b0) begin
read_pointer <= read_pointer + 1;
end
end
always @(posedge rd_clk) begin
write_sync_1 <= write_pointer_g;
write_sync_2 <= write_sync_1;
end
always @(*)
begin
if({~write_pointer[POINTER],write_pointer[POINTER-1:0]}==read_pointer_sync)
full = 1;
else
full = 0;
end
always @(*)
begin
if(write_pointer_sync==read_pointer)
empty = 1;
else
empty = 0;
end
assign data_out = mem[read_pointer[POINTER-1 : 0]];
assign write_pointer_g = write_pointer ^ (write_pointer >> 1);
assign read_pointer_g = read_pointer ^ (read_pointer >> 1);
assign write_pointer_sync[4]=write_sync_2[4];
assign write_pointer_sync[3]=write_sync_2[3] ^ write_pointer_sync[4];
assign write_pointer_sync[2]=write_sync_2[2] ^ write_pointer_sync[3];
assign write_pointer_sync[1]=write_sync_2[1] ^ write_pointer_sync[2];
assign write_pointer_sync[0]=write_sync_2[0] ^ write_pointer_sync[1];
assign read_pointer_sync[4]=read_sync_2[4];
assign read_pointer_sync[3]=read_sync_2[3] ^ read_pointer_sync[4];
assign read_pointer_sync[2]=read_sync_2[2] ^ read_pointer_sync[3];
assign read_pointer_sync[1]=read_sync_2[1] ^ read_pointer_sync[2];
assign read_pointer_sync[0]=read_sync_2[0] ^ read_pointer_sync[1];
assign write_full = full;
assign read_empty = empty;
endmodule
module send(wr_ptr,data_out);
output [7:0] data_out;
input [7:0] wr_ptr;
reg [7:0] input_rom [127:0];
integer i;
initial begin
for(i=0;i<128;i=i+1)
input_rom[i] = i+10;
end
assign data_out = input_rom[wr_ptr];
endmodule
</file>
==> results_dict.tcl <==
# flow metrics
set metrics [dict create \
    drive_gt1_share_pct 13.46 \
    antenna_cells 0 \
    crit_chain "buf_4 > ha_2 > buf_12 > a222oi_1 > inv_1 > a222oi_1 > a31oi_1 > clkdlybuf4s50_1" \
    regArea_um2 4669 \
    status "finished clean" \
    critPathRequiredTime_ns 2.64 \
    ir_drop_mv 0.4114 \
    fp.dieH_um 116.9 \
    common_cells "edfxtp_1 (128), ha_1 (23), inv_1 (23)" \
    flop_cell "edfxtp_1" \
    syn_inst 437 \
    dr_total_vias 3809 \
    grt_max_degree 27 \
    netlist_area_um2 6601 \
    rows 41 \
    area_leaders "edfxtp_1 (58%), dfrtp_1 (6.4%), dfxtp_1 (6.1%)" \
    hpwl_um 9017 \
    edf_count 128 \
    finalHoldViolCount 0 \
    hold_buffers 0 \
    timing.critical_path.mode_cell "a222oi_1" \
    drt_first_pass_iters 5 \
    syn_avg_cell_area_um2 15.11 \
    setup_tns_ns 0 \
    post-place-ws_ns 0.1891 \
    die_x_um 116.9 \
    p_leak_nw 2.732 \
    maxCapViolations 0 \
    clock-sinks 165 \
    clkTransAtPathRegs_ns 0.05 \
    logic_area_um2 1768 \
    layout_setup_ws_ns 0.1289 \
    io-pin-count 13 \
    tightest_slew_ns 0.7208 \
    rsz0062_at_grt "false" \
    coreArea_um2 12720 \
    path_buffers 4 \
    hold_path.class "reg -> reg" \
    slew_headroom_pct 51.95 \
    warnings 41 \
    grt_overflow_total 0 \
    grt_pass1_wl_um 22050 \
    slowest_delay_ns 0.42 \
    path_max_fanout 18 \
    p_per_area_nw_per_um2 543.0 \
    drt-initial-drc-count 450 \
    syn_to_final_growth_pct 16.15 \
    die_area_um2 13670 \
    yosys_area_um2 6601 \
    cts_tree "yes" \
    yosys.area.top_type_share_pct 58.23 \
    ys_cells 437 \
    slew_violations 0 \
    synthArstFlopShare_pct 10.30 \
    cp-end-kind "primary output" \
    num-fill-cells 965 \
    grt_usage_pct 24.82 \
    antenna_found_initial 0 \
    yosysTopAreaCell "edfxtp_1" \
    yosysSeqAreaShare_pct 70.74 \
    ant_nets 0 \
    worstSetupPathType "reg -> out" \
    portBuffers 11 \
    viasPerCell 5.815 \
    top_cell "edfxtp_1" \
    setup_viol 0 \
    skew_ns 0.005144 \
    drt-wirelength-per-cell_um 22.15 \
    yosys_warnings 3 \
    ys_types 43 \
    drt-total-wl_um 14510 \
    grt_pass1_vias 3872 \
    crit_arrival_ns 2.51 \
    remaining_drc_errors 0 \
    ys_ff 165 \
    worst_setup_path_start_kind "flip-flop" \
    slowest_stage "clkdlybuf4s50_1" \
    timing.critical_path.max_delay_family "buffers and inverters" \
    fp-utilization_pct 51.89 \
    place_congestion 0.8117 \
]
==> path summary, 6_finish.rpt <==
kind / start / to / slack [ns] / cells past startpoint
min in group clk1: read_sync_1[3] / read_sync_2[3] / 0.33 / 0
worst min-delay path: write_sync_1[1] / write_sync_2[1] / 0.32 / 0
worst max-delay path: read_pointer[3] / data_out[1] / 0.13 / 8
max in group asynchronous: reset / read_pointer[0] / 2.32 / 3
worst min register to register: write_sync_1[1] / write_sync_2[1] / 0.32 / 0
worst max register to register: write_pointer[2] / mem[1][1] / 0.55 / 6
max in group clk1: write_pointer[2] / mem[1][1] / 0.55 / 6
min in group asynchronous: reset / tr_ptr[0] / 0.61 / 3
==> area by class of cell <==
| type | count | area share, % |
|---|---|---|
| sequential | 165 | 60.90 |
| timing repair buffer | 36 | 4.243 |
| clock buffer | 21 | 6.576 |
| inverter | 23 | 1.126 |
| clock inverter | 14 | 1.289 |
| tap | 172 | 2.807 |
| multi-input combinational | 224 | 23.06 |
==> where the power goes <==
group / switching (mW) / leakage, nW / internal, mW
clock: 0.762 / 0.294 / 1.17
sequential: 0.000443 / 1.43 / 2.21
combinational: 0.00936 / 1.01 / 0.00306
==> metal layers <==
layer,up-vias,GRT usage (%),wire (um)
met5,-,0,0
met4,0,4.557,250
met3,20,15.15,1769
met2,184,35.58,6657
met1,1848,35.49,5827
li1,1757,-,-
==> through the flow <==
| step | total power, mW | util [%] | std cells | instance area (um^2) | hold slack, ns |
|---|---|---|---|---|---|
| 2_1_floorplan | 2.266 | - | 437 | 6601 | 0.3096 |
| 3_3_place_gp | 2.270 | 55.15 | 619 | 7017 | 0.3126 |
| 3_5_place_dp | 2.270 | 55.15 | 619 | 7017 | 0.3121 |
| 4_1_cts | 4.196 | 59.95 | 654 | 7627 | 0.3116 |
| 5_1_grt | 4.286 | 60.27 | 655 | 7667 | 0.3374 |
| 6_report | 4.163 | 60.27 | 655 | 7667 | 0.3236 |
==> timing repair <==
action                     CTS  global route
resized                      3             8
setup buffers                0             1
setup endpoints to repair    2             8
pin swaps                    0             3
==> flip-flops by register name (all words and copies together), names as in the netlist <==
register and cells:
mem 128, read_pointer 5, write_sync_1 5, read_sync_1 5, write_pointer 5, read_sync_2 5
tr_ptr 7, write_sync_2 5
==> kinds of logic (layout without fill, tap and decap cells) <==
family	count (synthesis)	count (layout)	synth area share, %
AOI/OAI and AO/OA	90	90	11.20
muxes	5	5	0.7582
DFF	165	165	70.74
xor gates and xnor gates	26	26	3.866
adders and majority gates	23	23	4.359
buffers and inverters	48	94	2.862
and+or+nand+nor	80	80	6.217
==> placed cells by master, fill, tap and decap left out, types with 6 or more instances in the layout <==
cell / instances
edfxtp_1: 128
inv_1: 23
buf_4: 23
a222oi_1: 22
a22o_1: 22
nand2_1: 20
clkbuf_16: 20
dfxtp_1: 20
xnor2_1: 17
and3_1: 17
ha_1: 17
dfrtp_1: 17
nor2_1: 13
a22oi_1: 12
clkdlybuf4s50_1: 10
xor2_1: 7
nor2b_1: 7
a31oi_1: 7
clkinv_2: 7
nand3_1: 6
o21ai_0: 6
a21oi_1: 6
Power figures rest on the tool's default switching activity, not on a simulated workload.
